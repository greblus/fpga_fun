--- ./constraint.sdc ---
current_design leds

set clk_period 3.3
set clk_io_pct 0.2

create_clock -name clk0 -period $clk_period [get_ports {clk_50}]

set non_clock_inputs [all_inputs -no_clocks]
set_input_delay [expr $clk_period * $clk_io_pct] -clock clk0 $non_clock_inputs
set_output_delay [expr $clk_period * $clk_io_pct] -clock clk0 [all_outputs]
--- ./config.mk ---
export PLATFORM = sky130hd
export DESIGN_NAME = leds
export DESIGN_NICKNAME = leds
export VERILOG_FILES = /design/flow/design.v
export SDC_FILE = /design/flow/constraint.sdc
export NUM_CORES = 4
export LEC_CHECK = 1
export CORE_UTILIZATION = 30
--- ./run.sh ---
#!/bin/bash
# OpenROAD 26Q1-2900-gdf79404cd8, Yosys 0.63+post, stock flow scripts
make -C /OpenROAD-flow-scripts/flow DESIGN_CONFIG=/design/flow/config.mk WORK_HOME=/design/flow/orfs finish
--- ./design.v ---
module leds (
    input clk_50,
    output [7:0] led_arr
);
    reg [25:0] counter;
    reg [8:0] state = 9'b011111111;
    reg shft = 1'b0;    
    assign led_arr = state[8:1];
    always @ (posedge clk_50) begin
        counter <= counter + 1'd1;
        shft <= counter[25];  
    if (shft)
  	begin
 		state <= state >> 1;
  		counter <= 0;
  		shft <= 0;
  	end
    if (state == 9'b000000000)
    	state <= 9'b011111111;
    end
endmodule
==> CHANGELOG.md <==
### Metrics

* Gr ovfl total at 0
* Die Height at 74.2 um
* Drt first pass iters at 4
* Outcome: finished, final reports clean
* YS chip area at ~1600 sq um
* WS Path Type: flip-flop to flip-flop
* Ys async rst share at 0%
* CTS clk-pin slew, worst paths at about 0.08 ns
* Routed length per instance at roughly 11 um
* I/O Pins at 9
* Relative slew slack at 57.9%
* Crit path DRT at 3.52 ns
* Tool warnings at 25
* Slew @ Worst Pin at 0.630 ns
* IR Drop Worst-Case VDD at 0.415 mV
* Sequential Power Share at 51.8%
* Vias in the first global route at 978
* Dominant flop cell: dfxtp_1
* Most frequent cell after synthesis: dfxtp_1
* Hold_buf cts at 0
* Net Sw Power at around 0.16 mW
* Inst Count DP at 232
* DR iter-0 viols at 53
* Hpwl dp at 1660 um
* Site row count at 25
* Final Skew at roughly 0.0077 ns
* Clk network pwr share at about half
* TritonCTS Buffers at 5
* Final setup fails at 0
* Worst-path maximum fanout at 16
* Fin cells at 240
* Crit end category: flip-flop
* Post-route cell area at 1750 sq um
* Unrepaired setup endpoints after global routing: no
* Post-layout min period at 2.06 ns
* Share of layout cells above drive strength 1 at 8.67%
* Type of origin of the critical path: flip-flop
* Vias at ~1.1k
* Clk latency late pin at 0.29 ns
* Clock Root Buffer: clkbuf_8
* CTS tree: done
* Leak pwr at 0.651 nW
* Synthesized area per cell at 9.09 sq um
* Filler cell count at between 500 and 600
* Syn-to-layout area delta at 11.7%
* Post-synthesis sequential area ratio at between 40 and 50%
* N_diodes at 0
* Vias/cell at around 4.8
* Antenna violations before repair at 0
* First-pass GRT wire length at between 4000 and 5000 um
* Largest cells by area: dfxtp_1 (45%), mux2i_1 (4.5%), xnor2_1 (3.9%)
* Fmax at 0.486 GHz
* Mapped cell area at 1560 sq um
* Yosys warning tally at 1
* Arr. time, crit path at around 2.3 ns
* Final hold vios at 0
* Cell-internal power at between 0.6 and 0.7 mW
* Post-DP Area at 1630 sq um
* DIE AREA at 5500 sq um
* Post-synthesis instance total at approximately 170
* Cycle use final at 62.3%
* Cell taking the most area after synthesis: dfxtp_1
* Max-cap violations at 0
* Die X at approximately 74 um
* Placer Congestion at between 0.7 and 0.8
* Synth cell types at 33
* Post-CTS Setup Inserts at 0
* Worst hold-check path type: flip-flop to flip-flop
* Power Dens Cells at 467 nW/um^2
* Pin count of the biggest net entering global routing at 20
* Fp util at around a third
* CTS Sinks at 35
* Post-synth EDFFs at 0
* Port Buffers at 7
* Pins Over Slew Limit at 0
* Sw frac at 20.2%
* Core ar. at 4880 sq um
* Area share, top type at 44.8%
* H-tree levels at 2
* Ys cells at 172
* DRC violations left at 0
* Top cells by count, synth: dfxtp_1 (35), nand2_1 (16), nor2_1 (16)
* Post-route ant nets at 0
* Logic pwr share at 0%
* TNS Setup at 0 ns
* CTS Buffer Depth at 2
* Cts repair resizes at 0
* Flops after synth at 35
* WL final at 2570 um
* GRT Util Overall at approximately a tenth
final timing paths:
path | start | to | slack, ns | depth (start not counted)
worst max-delay path | counter[11]$_SDFF_PP0_ | counter[24]$_SDFF_PP0_ | 1.24 | 4
worst min-delay path | state[0]$_SDFFE_PN1P_ | state[0]$_SDFFE_PN1P_ | 0.48 | 2
worst max register to register | counter[11]$_SDFF_PP0_ | counter[24]$_SDFF_PP0_ | 1.24 | 4
worst min register to register | state[0]$_SDFFE_PN1P_ | state[0]$_SDFFE_PN1P_ | 0.48 | 2
metrics by stage:
step / hold WS (ns) / utilization (%) / power [mW] / setup slack (ns)
6_report: 0.483 / 35.8 / 0.815 / 1.24
5_1_grt: 0.492 / 35.8 / 0.852 / 1.08
4_1_cts: 0.479 / 35.8 / 0.829 / 1.27
3_5_place_dp: 0.461 / 33.4 / 0.432 / 1.31
3_3_place_gp: 0.451 / 33.4 / 0.432 / 1.37
2_1_floorplan: 0.426 / - / 0.433 / 1.61
layout make-up:
type | instances | area (sq um) | share of cell area [%]
Tap cell | 67 | 83.8 | 4.80
Clock inverter | 3 | 47.5 | 2.72
Multi-Input combinational cell | 119 | 756 | 43.3
Sequential cell | 35 | 701 | 40.1
Timing Repair Buffer | 8 | 77.6 | 4.44
Inverter | 3 | 11.3 | 0.645
Clock buffer | 5 | 68.8 | 3.94
state kept, by name (all words and copies together), names as in the netlist:
| register | count |
|---|---|
| shft | 1 |
| counter | 26 |
| state | 8 |
cells in the final DEF (no fill, tap or decap), drive strengths merged, types with 2 or more instances in the layout:
cell type,n
a21oi,10
and4,4
clkbuf,5
clkdlybuf4s50,7
dfxtp,35
inv,4
mux2i,7
nand2,16
nand3,10
nand4,6
nor2,16
nor2b,2
nor3,3
nor4,6
o21ai,2
o31ai,8
or4,8
xnor2,7
xor2,6
worst max-delay path, cell delays in order, from the launching register on:
cell	delay (ns)
dfxtp_1	0.41
and4_1	0.30
nand4_1	0.48
or4_1	0.64
a21oi_1	0.15
logic make-up (layout without fill, tap and decap cells):
| group | count (synthesis) | after routing | share of synthesized area, % |
|---|---|---|---|
| AND-OR/OR-AND | 21 | 21 | 8.25 |
| other | 1 | 1 | 0.240 |
| multiplexers | 8 | 8 | 5.20 |
| flip-flops | 35 | 35 | 44.8 |
| AND/OR/NAND/NOR | 75 | 75 | 26.6 |
| XOR/XNOR | 13 | 13 | 7.29 |
| adder cells (fa/ha/maj) | 1 | 1 | 0.801 |
| buffers and inverters | 18 | 19 | 6.80 |
power groups by stage:
| stage | logic, mW | registers, mW | clock network (mW) |
|---|---|---|---|
| after CTS | 0.0000366 | 0.422 | 0.407 |
| final | 0.0000170 | 0.422 | 0.393 |
| after global routing | 0.0000509 | 0.422 | 0.430 |
per-layer routing:
layer / vias up / share of wire, % / GRT usage, %
met5: - / 0 / 0
met4: 0 / 2.8 / 2.14
met3: 8 / 3.5 / 2.75
met2: 15 / 39 / 14.4
met1: 515 / 55 / 16.6
li1: 604 / - / -
Power figures rest on the tool's default switching activity, not on a simulated workload.
