===== flow/run.sh =====
#!/bin/bash
# OpenROAD 26Q1-2900-gdf79404cd8, Yosys 0.63+post, stock flow scripts
make -C /OpenROAD-flow-scripts/flow DESIGN_CONFIG=/design/flow/config.mk WORK_HOME=/design/flow/orfs finish

===== flow/config.mk =====
export PLATFORM = sky130hd
export DESIGN_NAME = light5
export DESIGN_NICKNAME = light5
export VERILOG_FILES = /design/flow/design.v
export SDC_FILE = /design/flow/constraint.sdc
export NUM_CORES = 4
export LEC_CHECK = 1
export CORE_AREA = 10 10 104 104
export DIE_AREA = 0 0 114 114

===== flow/constraint.sdc =====
current_design light5

set clk_period 3.7
set clk_io_pct 0.2

create_clock -name clk0 -period $clk_period [get_ports {CLOCK}]

set non_clock_inputs [all_inputs -no_clocks]
set_input_delay [expr $clk_period * $clk_io_pct] -clock clk0 $non_clock_inputs
set_output_delay [expr $clk_period * $clk_io_pct] -clock clk0 [all_outputs]

===== flow/design.v =====
module light5(
	input CLOCK,
	output reg LED
	);
	reg [31:0] counter;	
	reg clk;
	always@(posedge CLOCK) begin
		if (counter > 6750000) begin
			counter <= 0;
			clk <= !clk;
		end
		else
			counter <= counter + 32'd1;
	end
	always@(posedge clk) begin
	  LED <= !LED;
	end
endmodule

==> run summary <==
Quick summary of the implementation run below.

The run finished with clean final reports. Walking the worst path, the cells encountered are inv_1 -> ha_1 -> or3b_1 -> nor4_2 -> nand4_2 -> buf_4 -> a21boi_1. TritonCTS built the clock tree.

The remaining global-route overflow came out at 0. Setup repair after global routing left no endpoint under its margin. The primary flip-flop cell chosen by synthesis mapping is sky130_fd_sc_hd__dfxtp_1.

The number of inserted diodes came out at 0. The final weighted congestion recorded by global placement is between 0.7 and 0.8. The setup fix buffers added after clock tree synthesis is 0. The worst-case clock buffer depth came out at 2. At the pin with the least slew margin, the transition time is 0.6336 ns. The clock H-tree reported by CTS has 2 levels. The distinct cell type count of the synthesized netlist came out at 46. The number of buffers created by CTS came out at 5. The relative contribution of sequential cells to total power is 0.517. Measured along the x axis, the die boundary spans between 100 and 150 um. The number of placement rows came out at 34. The hold violation count in the final report came out at 0. The switching power as a share of total power came out at 0.1989. Between clock sinks in the finished design, the worst skew comes to roughly 0.0046 ns. The count of yosys warnings during synthesis came out at 1. The maximum number of pins on one net before global-route repair is 25. The instance count of the mapped netlist came out at 145. The tree is rooted in a sky130_fd_sc_hd__clkbuf_8.

The category of the most critical setup path is flop to flop. For this run, the top clock speed supported by timing is ~470 MHz. The leakage power came out at 0.5729 nW. Of the cells placed in the final design, the portion with a size suffix greater than 1 is 0.2278. The number of antenna violations at the first check in global routing came to 0. The DRC violation total left in the routed layout is recorded as 0.

The signal arrival time at the worst endpoint came out at 2.35 ns. The initial cell density of the core is 0.1745. The max-slew violation count came out at 0. The class of the tightest hold or removal check is flop to flop. Setup total negative slack on the finished layout was measured at 0 ns. The number of cells in Yosys stat is 145.

The number of buffers inserted by port buffering came out at 1. The total of hold buffers inserted after clock tree synthesis came out at 0. The max-capacitance violation count is 0.

By count the netlist is led by sky130_fd_sc_hd__dfxtp_1, sky130_fd_sc_hd__a21oi_2, sky130_fd_sc_hd__nand2_1. The number of register pins that no clock reaches came out at 1. The mean instance size in the synthesized netlist is 10.44 sq um. The proportion of power drawn by the clock network is 0.480. The main area contributors are sky130_fd_sc_hd__dfxtp_1, sky130_fd_sc_hd__a21oi_2, sky130_fd_sc_hd__xor2_1.

The combinational cell fraction of total power is 0.003. The total wire length after detailed routing came out at 2489 um. The area of the die came out at approximately 13000 sq um. From the final report, the count of setup violators was given as 0. The total tool warning count is 26. The endpoint class of the critical path is a flop. The smallest clock period supported by the final layout is computed as 2.132 ns. The wire length of the first global-routing pass is approximately 4500 um. After legalization and detailed placement, the total HPWL measured 1653 um. The register area share after synthesis came out at 0.4562. The first routing iteration left around 52 violations. The core region is 8678 sq um. The power density over the cells is between 300 and 400 nW/um^2.

The maximum VDD drop came out at between 0.0002 and 0.0003 V. The routed layout has 1064 vias. The required time at the worst-slack endpoint is just under 4 ns. The count of flip-flops with a built-in enable after synthesis came out at 1.

The aggregate global-route resource usage is 0.04028. The clock slew at the register clock pins of the worst setup and hold paths came out at 0.07 ns. In this run the remaining antenna-violating nets after routing total 0.

The number of buffer and inverter instances along the worst setup path came out at 2. After synthesis the cells add up to approximately 1500 sq um. The mean routed wirelength per cell is 9.357 um. The largest delay contributor family on the critical path is simple AND/OR/NAND/NOR gates. The number of global-route vias before repair is about 1k. The count of state elements after synthesis came out at 34. From synthesis to final layout, the design area changed by 16.86%. The count of endpoints without a timing constraint came out at 2. The top cell type's share of synthesized area is 0.4364. The script extracted a net switching power of roughly 140 uW. The share of the cycle needed by the critical path after routing is 0.5761.

The via density per instance is about 4.0. The first-pass detailed-route iteration total came out at 4. The slowest stage of the critical path is the sky130_fd_sc_hd__nand4_2 cell.

The fraction of registers with async set/reset came out at 0. The peak fanout along the critical path is 16. The cell resize tally after clock tree synthesis came out at 0.

The worst-skew pair later-pin latency is roughly 0.29 ns. The sort of element at the start of the critical path is a flop. Among all cell types in the netlist, the one instantiated most often is sky130_fd_sc_hd__dfxtp_1. The Yosys chip area came out at roughly 1500 sq um. According to the I/O placement log, the pin count is 2. The dominant cell type by area after synthesis is sky130_fd_sc_hd__dfxtp_1. The headroom to the max-slew limit is 0.5776.

The chip height came out at about 110 um. The longest incremental delay of any stage on the critical path is reported as roughly 0.47 ns. In the power breakdown, the internal column shows 564.8 uW.

The finished layout reports a core utilization of 0.2039.
## placed cells by master, fill, tap and decap left out, drive strengths merged, types with 3 or more instances in the layout
master,netlist,layout
dfxtp,33,33
xnor2,6,6
and3,7,7
nand2,10,10
nor4,4,4
conb,1,9
inv,6,6
a21oi,15,15
clkbuf,1,5
or3,3,3
o21ai,3,3
a22oi,6,6
nor3,3,3
nor2,5,5
nand4,10,10
xor2,7,7
## worst paths after layout
check               endpoint  slack (ns)  depth (start not counted)  startpoint
hold reg to reg   counter[0]        0.49                          1  counter[0]
hold / removal    counter[0]        0.49                          1  counter[0]
setup / recovery  counter[1]        1.57                          7  counter[0]
setup reg to reg  counter[1]        1.57                          7  counter[0]
## registers in the layout, summed over array words and instances, names as in the netlist
name / cells
LED: 1
clk: 1
counter: 32
## power by group through the flow
stage / clock network (mW) / registers [mW] / logic [mW]
final: 0.338 / 0.364 / 0.00220
after global routing: 0.366 / 0.365 / 0.00292
after CTS: 0.346 / 0.365 / 0.00231
## cell families after synthesis
kind of cell	count (synthesis)	synth area share
simple gates	50	0.2297
compound gates	34	0.1769
flops	34	0.4562
xor+xnor	13	0.07521
buf+inv	11	0.04297
fa+ha+maj	2	0.01653
other cells	1	0.002477
## layer usage
layer	vias up	track usage	wire length, um
li1	550	-	-
met1	498	0.05300	1205
met2	11	0.06492	1142
met3	5	0.01170	89
met4	0	0.007519	53
met5	-	0	0
## final cells by class
cell class                 count  area [sq um]
tap                          108         135.1
multi-input combinational    108         788.3
fill                         964          6909
sequential                    34         690.7
inverter                       6         22.52
clock buffer                   5         68.82
clock inverter                 3         46.29
timing repair buffer           2         17.52
## through the flow
step                total power, mW  hold WS (ns)  std cells  cell area (sq um)  worst slack [ns]
floorplan                    0.3741        0.4509        153               1544             2.063
global placement             0.3747        0.4688        258               1654             1.579
detailed placement           0.3750        0.4739        258               1654             1.558
CTS                          0.7124        0.4919        266               1769             1.533
global route                 0.7340        0.5291        266               1769             1.366
finish                       0.7051        0.4907        266               1769             1.568
## worst reg2reg max path, cell delays in order (launching register included)
cell and delay [ns]:
sky130_fd_sc_hd__dfxtp_1 0.35, sky130_fd_sc_hd__inv_1 0.07, sky130_fd_sc_hd__ha_1 0.12, sky130_fd_sc_hd__or3b_1 0.35
sky130_fd_sc_hd__nor4_2 0.17, sky130_fd_sc_hd__nand4_2 0.47, sky130_fd_sc_hd__buf_4 0.38, sky130_fd_sc_hd__a21boi_1 0.16
No activity file was given, so power comes from the tool's default toggle rates.
